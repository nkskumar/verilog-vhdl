**config.mk**
```make
export PLATFORM = sky130hd
export DESIGN_NAME = unsigned_mult
export DESIGN_NICKNAME = unsigned_mult
export VERILOG_FILES = /design/flow/design.v
export SDC_FILE = /design/flow/constraint.sdc
export NUM_CORES = 4
export LEC_CHECK = 1
export CORE_UTILIZATION = 40
```
**constraint.sdc**
```tcl
current_design unsigned_mult

set clk_period 6.8
set clk_io_pct 0.2

create_clock -name clk0 -period $clk_period

set non_clock_inputs [all_inputs -no_clocks]
set_input_delay [expr $clk_period * $clk_io_pct] -clock clk0 $non_clock_inputs
set_output_delay [expr $clk_period * $clk_io_pct] -clock clk0 [all_outputs]
```
**design.v**
```verilog
module unsigned_mult (out, a, b);
output [15:0] out;
	input  [7:0] a;
	input  [7:0] b;
	assign out = a * b;
endmodule
```
**run.sh**
```bash
#!/bin/bash
# OpenROAD 26Q1-2900-gdf79404cd8, Yosys 0.63+post, stock flow scripts
make -C /OpenROAD-flow-scripts/flow DESIGN_CONFIG=/design/flow/config.mk WORK_HOME=/design/flow/orfs finish
```
==> results.py <==
# Auto-generated metrics
metrics = {
    "grt": {
        "overflow": 0,
        "grt_pass1_vias": 1649,
        "antenna_violations_before_repair": 0,
        "grtUsageTotal_pct": 17.0,
        "use_met2_pct": 28.2,
        "grt_use_met1_pct": 27.1,
        "first_pass_grt_wire_length_mm": 7.08,
        "globalRoute.busiestLayer": "met2",
        "met3_usage_pct": 1.10,
        "grt_start_max_net_pins": 9,
    },
    "pwr": {
        "leak_nw": 1.52,
        "vdd_ir_drop_max_v": 0.000199,
        "power_density_nw_per_um2": 283,
    },
    "placement": {
        "place.detailed.hpwl_mm": 3.71,
        "place.gp.congestion": 0.876,
        "io_buffer_count": 32,
    },
    "synthesis": {
        "synth.distinct_cells": 28,
        "synth_largest_type_area_fraction_pct": 34.2,
        "post_synth_instance_area_um2": 2110,
        "yosys-stat-cells": 243,
        "yosys_warnings": 0,
        "mean_instance_size_in_the_synthesized_netlist_um2": 8.67,
        "synth.top_cells.by_count": "sky130_fd_sc_hd__inv_1 (49), sky130_fd_sc_hd__and2_1 (47), sky130_fd_sc_hd__fa_1 (36), sky130_fd_sc_hd__ha_1 (36), sky130_fd_sc_hd__nand2_1 (23)",
        "ys_seq_share_pct": 0,
        "chip_area_yosys_um2": 2110,
        "netlist.top_cell.by_area": "sky130_fd_sc_hd__fa_1",
        "yosys-top-cells-area": "sky130_fd_sc_hd__fa_1 (34%), sky130_fd_sc_hd__ha_1 (21%), sky130_fd_sc_hd__and2_1 (14%)",
        "postSynthCellCount": 243,
        "yosysMostFrequentCell": "sky130_fd_sc_hd__inv_1",
    },
    "routing": {
        "ant_nets_after_route": 0,
        "avgRoutedWirePerCell_um": 10.9,
        "drt-total-wl_mm": 4.16,
        "via_count": 1789,
        "diodes": 0,
        "via_density_per_instance": 4.67,
        "firstDrtPassIters": 4,
        "drt_drc_violations_left": 0,
        "drt_iter0_drc": 17,
    },
    "layout": {
        "final-seq-area_um2": 0,
        "signed_area_change_from_the_synthesized_netlist_to_the_final_layout_pct": 36.3,
        "ratio_of_cells_with_drive_above_1_in_the_final_layout_pct": 25.9,
        "mi_logic_area_um2": 2050,
        "filler_cell_count": 489,
        "clockBufferCount": 0,
        "layout.sequential_cells": 0,
    },
    "hold_path": {
        "hold_class": "input port to output pin",
        "whs_path_depth": 4,
    },
    "final_timing": {
        "hold_viol": 0,
        "max-slew-margin-rel_pct": 73.1,
        "fin_crit_sh_pct": 97.8,
        "hold_ws_ns": 3.58,
        "setup_violations": 0,
        "number_of_slew_limit_violations_in_the_final_report": 0,
        "setup_total_negative_slack_ns": 0,
        "fmaxAchievable_mhz": 150,
        "worstMarginPinSlew_ns": 0.399,
        "finalCriticalPeriod_ns": 6.65,
        "grt_setup_unrepaired": "no",
    },
    "die": {
        "dieHeight_um": 74.6,
        "die_area_um2": 5560,
        "fp_util_pct": 41.5,
        "placementRows": 26,
        "core_um2": 5070,
        "die_width_um": 74.6,
        "floorplan.io_pins": 32,
    },
    "critical_path": {
        "cp.required_ns": 5.44,
        "cp_data_arrival_time_ns": 5.29,
        "worst-setup-path-type": "input port to output pin",
        "critical_path_peak_fanout": 8,
        "timing.critical_path.from_type": "input port",
        "critical_path.endpoint_type": "output pin",
    },
    "run": {
        "tool_warnings": 32,
        "timing.max_cap.violations": 0,
    },
    "clock_tree": {
        "cts-hold-fix-buffers": 0,
    },
    "status": {
        "run_status": "finished, final reports clean",
    },
}
## layout make-up
class | instances | area share (%)
tap | 70 | 3.05
multi-input combinational | 194 | 71.5
inverter | 49 | 6.40
timing repair buffer | 70 | 19.0
## path summary, 6_finish.rpt
| path | from | endpoint | slack (ns) |
|---|---|---|---|
| hold / removal | a[1] | out[1] | 3.58 |
| setup / recovery | a[3] | out[10] | 0.15 |
## logic make-up after synthesis
family	synth area share [%]
AND/OR/NAND/NOR	23.0
adder cells (fa/ha/maj)	55.6
buffers and inverters	8.73
AND-OR/OR-AND	8.14
XOR/XNOR	4.57
## cell usage in the layout, fill, tap and decap left out, types with 2 or more instances in the layout
cell type,n
sky130_fd_sc_hd__a211o_1,3
sky130_fd_sc_hd__a21oi_2,4
sky130_fd_sc_hd__and2_1,44
sky130_fd_sc_hd__and2_4,4
sky130_fd_sc_hd__and3_1,2
sky130_fd_sc_hd__buf_2,8
sky130_fd_sc_hd__buf_4,39
sky130_fd_sc_hd__clkbuf_2,3
sky130_fd_sc_hd__clkdlybuf4s50_1,11
sky130_fd_sc_hd__dlygate4sd2_1,6
sky130_fd_sc_hd__dlymetal6s2s_1,2
sky130_fd_sc_hd__fa_1,33
sky130_fd_sc_hd__fa_2,3
sky130_fd_sc_hd__ha_1,32
sky130_fd_sc_hd__ha_4,4
sky130_fd_sc_hd__inv_1,45
sky130_fd_sc_hd__inv_2,4
sky130_fd_sc_hd__nand2_1,22
sky130_fd_sc_hd__nor2_1,5
sky130_fd_sc_hd__nor2b_1,2
sky130_fd_sc_hd__o211ai_1,2
sky130_fd_sc_hd__o21a_1,4
sky130_fd_sc_hd__o21ai_2,2
sky130_fd_sc_hd__xnor2_1,7
sky130_fd_sc_hd__xor2_1,4
## critical path, cell delays in order
cell and delay, ns:
sky130_fd_sc_hd__buf_4 0.14, sky130_fd_sc_hd__and2_4 0.16, sky130_fd_sc_hd__fa_1 0.52, sky130_fd_sc_hd__inv_1 0.05, sky130_fd_sc_hd__fa_1 0.54, sky130_fd_sc_hd__inv_2 0.04, sky130_fd_sc_hd__fa_1 0.48, sky130_fd_sc_hd__inv_2 0.04
sky130_fd_sc_hd__fa_1 0.52, sky130_fd_sc_hd__inv_1 0.06, sky130_fd_sc_hd__ha_4 0.26, sky130_fd_sc_hd__buf_4 0.11, sky130_fd_sc_hd__o21a_1 0.16, sky130_fd_sc_hd__o21ai_2 0.07, sky130_fd_sc_hd__a21oi_2 0.15, sky130_fd_sc_hd__xor2_1 0.15
sky130_fd_sc_hd__clkdlybuf4s50_1 0.47
## where the power goes
part | switching, mW | internal [mW] | total [mW]
combinational | 0.328 | 0.486 | 0.814
sequential | 0 | 0 | 0
clock | 0 | 0 | 0
## per-layer routing
metal | share of wire (%) | vias to the layer above
li1 | - | 904
met1 | 50 | 863
met2 | 48 | 22
met3 | 1.9 | 0
met4 | 0 | 0
met5 | 0 | -
## through the flow
step / std cells / total power, mW / setup slack [ns] / utilization, % / area, um^2
2_1_floorplan: 243 / 0.383 / 0.599 / - / 2110
3_3_place_gp: 381 / 0.742 / -0.615 / 54.9 / 2790
3_5_place_dp: 381 / 0.740 / -0.632 / 54.9 / 2790
4_1_cts: 383 / 0.769 / 0.0203 / 55.6 / 2820
5_1_grt: 383 / 0.915 / 0.0349 / 56.6 / 2870
6_report: 383 / 0.814 / 0.151 / 56.6 / 2870
## timing repair
item                                    in CTS  in global routing
buffers inserted                             2                  0
endpoints found under the setup margin       9                  6
endpoints found under the hold margin        0                  0
pin swaps                                   24                 20
gates resized                               55                 37
gates cloned                                 0                  0
Power is estimated from default activity; no workload was simulated.
