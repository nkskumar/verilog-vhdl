$ cat ./design.v
module gates (						 
	input A, B, C, D,
	input [3:0] vA, vB,
	output W, U, X, Y, Z,
	output [3:0] vX, vY);
	assign W = A & B;				 
	assign U = ~(A | B);			 
	assign X = C ^ D;				 
	assign Y = C ~^ D;				 
	assign Z = (A & B) | (C & D);	 
	assign vX = vA & vB;			 
	assign vY = vA | vB;			 
endmodule
$ cat ./run.sh
#!/bin/bash
# OpenROAD 26Q1-2900-gdf79404cd8, Yosys 0.63+post, stock flow scripts
make -C /OpenROAD-flow-scripts/flow DESIGN_CONFIG=/design/flow/config.mk WORK_HOME=/design/flow/orfs finish
$ cat ./config.mk
export PLATFORM = sky130hd
export DESIGN_NAME = gates
export DESIGN_NICKNAME = gates
export VERILOG_FILES = /design/flow/design.v
export SDC_FILE = /design/flow/constraint.sdc
export NUM_CORES = 4
export LEC_CHECK = 1
export CORE_AREA = 10 10 70 70
export DIE_AREA = 0 0 80 80
$ cat ./constraint.sdc
current_design gates

set clk_period 1.0
set clk_io_pct 0.2

create_clock -name clk0 -period $clk_period

set non_clock_inputs [all_inputs -no_clocks]
set_input_delay [expr $clk_period * $clk_io_pct] -clock clk0 $non_clock_inputs
set_output_delay [expr $clk_period * $clk_io_pct] -clock clk0 [all_outputs]
==> flow.log <==
[flow] final metrics
INFO  metric syn-mean-instance-area = 6.83 um^2
INFO  metric clock_buffers = 0
INFO  metric yosysChipArea = 88.8 um^2
INFO  metric timing.critical_path.arrival = 0.78 ns
INFO  metric p_clk_share = 0%
INFO  metric seq_area = 0 um^2
INFO  metric finalCritPeriodShare = 97.8%
INFO  metric die_w = 80 um
INFO  metric power.combinational.fraction = 100.0%
INFO  metric drt_drc_violations_left = 0
INFO  metric floorplan.die.height = 80 um
INFO  metric buffer_ports.inserted = 25
INFO  metric count_of_synthesis_stage_warnings_from_yosys = 0
INFO  metric crit_fanout = 2
INFO  metric totalWireLength = 581 um
INFO  metric p_seq_share = 0%
INFO  metric period_needed = 0.978 ns
INFO  metric power_per_cell_area = 277 nW/um^2
INFO  metric num_rows = 21
INFO  metric max_slew.worst_pin.slew = 0.0796 ns
INFO  metric syn_to_final_growth = 313%
INFO  metric timing.setup.tns = 0 ns
INFO  metric core_area = 3420 um^2
INFO  metric slew_headroom = 94.7%
INFO  metric grt_first_pass_wirelength = 897 um
INFO  metric detail_route.vias_per_cell = 2.07
INFO  metric yosys_cells = 13
INFO  metric drt_pre_antenna_iters = 2
INFO  metric layout.core_utilization = 10.7%
INFO  metric post_synth_instance_area = 88.8 um^2
INFO  metric report.final.slew_viol_count = 0
INFO  metric switching_share = 24.7%
INFO  metric floorplan.initialDensity = 2.60%
INFO  metric setup_viol = 0
INFO  metric synth_cell_type_count = 7
INFO  metric critical_path.endpoint_type = primary output
INFO  metric gr-total-overflow = 0
INFO  metric ys_seq_share = 0%
INFO  metric worst_ep_required_time = 0.80 ns
INFO  metric final.fill_count = 411
INFO  metric pre_cts_slack = -0.634 ns
INFO  metric setup.worst_path.start_class = primary input
INFO  metric met3WireLength = 59 um
INFO  metric cap_viol_max_count = 0
INFO  metric antenna_violating_nets_post_route = 0
INFO  metric grt_start_max_net_pins = 4
INFO  metric crit_type = in2out
INFO  metric wl_met2 = 330 um
INFO  metric postLayoutSetupSlackWorst = 0.0224 ns
INFO  metric layout-drive-gt1-share = 47.4%
INFO  metric postCtsSetupBuffers = 0
INFO  metric static-leakage-power = 0.000171 uW
INFO  metric detail_route.wirelength.met1 = 191 um
INFO  metric total_half_perimeter_wirelength_after_legalization_and_detailed_placement = 557 um
INFO  metric grt_pass1_vias = 195
INFO  metric timing.hold.worst.class = in2out
INFO  metric globalRouteTotalUtil = 1.66%
INFO  metric peak_ir_drop_on_the_vdd_network = 0.0000379 V
INFO  metric top_level_ports = 25
INFO  metric power.internal = 76.5 uW
INFO  metric tool_warnings = 32
INFO  metric nFlopsAndLatches = 0
INFO  metric antenna_violations_before_repair = 0
INFO  metric finalWeightedCongestion = 0.605
INFO  metric max_freq = 1020 MHz
INFO  metric number_of_violations_reported_at_the_end_of_detailed_routing_iteration_0 = 1
INFO  metric power.net_switching = 25.2 uW
INFO  metric n_antenna_cell = 0
INFO  metric chipArea = 6400 um^2
INFO  metric grt_setup_unrepaired = false
INFO  metric postSynthCellCount = 13
INFO  metric num_vias = 174
INFO  metric run_status = finished, final reports clean
INFO  metric final_hold_viol_count = 0
INFO  metric routed_wire_length_per_instance = 6.92 um
INFO  metric combGateArea = 101 um^2
INFO  metric top_layer_used = met3
[cell families after synthesis]
group | share of synthesized area (%)
buf+inv | 4.22
compound gates | 8.45
simple gates | 73.2
fa+ha+maj | 14.1
[cell usage after synthesis, drive strengths merged]
cell type / number / area share (%)
ha: 1 / 14
inv: 1 / 4.2
a21o: 1 / 8.5
and2: 5 / 41
or2: 4 / 28
nor2: 1 / 4.2
[power by group through the flow]
stage	clock (uW)	sequential (uW)	combinational, uW
6_report	0	0	102
4_1_cts	0	0	111
5_1_grt	0	0	116
[layout make-up]
class,count,share of cell area (%)
tap,46,15.7
inverter,1,1.02
multi-input combinational,12,27.6
timing repair buffer,25,55.6
[worst max-delay path: stages]
cell and delay, ns:
sky130_fd_sc_hd__dlygate4sd2_1 0.23, sky130_fd_sc_hd__and2_2 0.18, sky130_fd_sc_hd__clkdlybuf4s15_1 0.17
[routing by layer]
layer,up-vias,global-route usage [%]
li1,92,-
met1,73,1.65
met2,9,3.21
met3,0,0.795
met4,0,0
met5,-,0
[path summary, 6_finish.rpt]
check	startpoint	endpoint	cells after the start
setup / recovery	vA[1]	vX[1]	3
hold / removal	B	Z	3
[stage by stage]
step	cell area, um^2	hold slack [ns]	power (uW)	std cells
floorplan	88.8	0.410	15.5	13
global placement	397	1.35	132	84
detailed placement	397	1.35	133	84
CTS	388	0.739	111	84
global route	367	0.738	116	84
finish	367	0.699	102	84
[what timing repair did]
item / in CTS / in global routing
hold buffers: 0 / 0
setup endpoints to repair: 13 / 4
hold endpoints to repair: 0 / 0
pin swaps: 5 / 0
gates resized: 58 / 4
[layout by cell type (no fill, tap or decap)]
cell                              instances
sky130_fd_sc_hd__and2_4                   2
sky130_fd_sc_hd__a21o_1                   1
sky130_fd_sc_hd__buf_6                    2
sky130_fd_sc_hd__clkdlybuf4s15_2          2
sky130_fd_sc_hd__clkdlybuf4s15_1          4
sky130_fd_sc_hd__dlygate4sd2_1            9
sky130_fd_sc_hd__nor2_1                   1
sky130_fd_sc_hd__clkbuf_2                 3
sky130_fd_sc_hd__buf_2                    5
sky130_fd_sc_hd__and2_2                   3
sky130_fd_sc_hd__ha_4                     1
sky130_fd_sc_hd__inv_1                    1
sky130_fd_sc_hd__or2_1                    4
Power is estimated from default activity; no workload was simulated.
