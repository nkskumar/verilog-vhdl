==> flow/design.v <==
module Counter (
	input wire [3:0] d,
	input wire clk, reset, load, en,
	output reg [3:0] q
	);
	always @(posedge clk)
	begin
		if (reset)  
			q <= 0;
		else if (load == 1'b1)
			q <= d;
		else if (en == 1'b1)
			q <= q + 1;
	end
endmodule
==> flow/run.sh <==
#!/bin/bash
# OpenROAD 26Q1-2900-gdf79404cd8, Yosys 0.63+post, stock flow scripts
make -C /OpenROAD-flow-scripts/flow DESIGN_CONFIG=/design/flow/config.mk WORK_HOME=/design/flow/orfs finish
==> flow/config.mk <==
export PLATFORM = sky130hd
export DESIGN_NAME = Counter
export DESIGN_NICKNAME = Counter
export VERILOG_FILES = /design/flow/design.v
export SDC_FILE = /design/flow/constraint.sdc
export NUM_CORES = 4
export LEC_CHECK = 1
export CORE_AREA = 10 10 70 70
export DIE_AREA = 0 0 80 80
==> flow/constraint.sdc <==
current_design Counter

set clk_period 1.5
set clk_io_pct 0.2

create_clock -name clk0 -period $clk_period [get_ports {clk}]

set non_clock_inputs [all_inputs -no_clocks]
set_input_delay [expr $clk_period * $clk_io_pct] -clock clk0 $non_clock_inputs
set_output_delay [expr $clk_period * $clk_io_pct] -clock clk0 [all_outputs]
==> results.sh <==
# source this file to load flow results
export IMPL_post_dp_hpwl_um=590
export IMPL_top_level_ports=12
export IMPL_initial_core_util_pct=6.01
export IMPL_ys_warn_count=1
export IMPL_hold_ws_ps=585
export IMPL_internal_power_w=0.000250
export IMPL_ir_worst_vdd_mv=0.0928
export IMPL_vias=205
export IMPL_n_antenna_cell=0
export IMPL_numClockSinks=4
export IMPL_clk_latency_ps=230
export IMPL_area_delta_synth_final_pct=90.2
export IMPL_final_cell_area_um2=390
export IMPL_clockPowerShare_pct=41.1
export IMPL_synth_xor_area_share_pct=12.8
export IMPL_die_y_um=80
export IMPL_aoi_share_pct=12.2
export IMPL_largest_reg_flops=4
export IMPL_dieArea_um2=6400
export IMPL_drtIter0Drc=0
export IMPL_period_needed_ps=1430
export IMPL_htree_levels=1
export IMPL_slew_headroom_pct=82.0
export IMPL_cp_max_fo=4
export IMPL_cts_tree="yes"
export IMPL_finalCritPeriodShare_pct=95.3
export IMPL_critPathMaxStageDelay_ps=510
export IMPL_status="finished clean"
export IMPL_cts_setup_buffers=0
export IMPL_max_cap_violations=0
export IMPL_clockBufferDepth=2
export IMPL_crit_path_top_delay_cell="clkdlybuf4s50_1"
export IMPL_mostFrequentLayoutCell="clkdlybuf4s50_1"
export IMPL_grt_pass1_vias=242
export IMPL_p_leak_nw=0.149
export IMPL_row_count=21
export IMPL_largest_register="q"
export IMPL_path_cells="clkdlybuf4s50_1"
export IMPL_hp_start="q[3]"
export IMPL_ctsHoldBuffers=0
export IMPL_dr_pass1_iters=1
export IMPL_grt_max_degree=7
export IMPL_path_class="reg -> out"
export IMPL_end_kind="output pin"
export IMPL_rsz0062_at_grt="no"
export IMPL_startpoint_type="register"
export IMPL_timing_fmax_ghz=0.700
export IMPL_drcViolationCount=0
export IMPL_grt_pass1_wl_mm=1.05
export IMPL_wire_per_inst_um=8.48
export IMPL_hold_viol_final=0
export IMPL_cts_buffers=3
export IMPL_clkTransAtPathRegs_ps=40
export IMPL_reg_top3="q (4)"
export IMPL_layout_drive_gt1_share_pct=8.57
export IMPL_lay_top_cells="clkdlybuf4s50_1 (11), dfxtp_1 (4), clkbuf_4 (3)"
export IMPL_drv_slew=0
export IMPL_portBuffers=11
export IMPL_combPwrFrac_pct=20.0
export IMPL_synthTopLogicFamily="multiplexers"
export IMPL_yosys_area_um2=205
export IMPL_tns_ps=0
export IMPL_cts_resized=0
export IMPL_placed_cell_area_um2=368
export IMPL_synthAdderAreaFrac_pct=6.10
export IMPL_die_w_um=80
export IMPL_power_share_sequential_pct=38.9
export IMPL_clockRootBuffer="clkbuf_4"
export IMPL_antenna_found_initial=0
export IMPL_fill_cells=401
export IMPL_cp_top_family="buffers and inverters"
export IMPL_syn_area_um2=205
export IMPL_grt_usage_pct=2.15
export IMPL_gr_total_overflow=0
export IMPL_tightest_slew_ps=269
export IMPL_drtAntennaViolNets=0
export IMPL_switchingPower_w=0.0000700
export IMPL_synth_area_per_cell_um2=9.33
export IMPL_worstPathRequired_ps=1200
export IMPL_clock_skew_ps=2.01
export IMPL_r2r_start="q[0]"
export IMPL_p_sw_share_pct=21.9
export IMPL_core_um2=3420
export IMPL_ys_sh_simple_pct=8.54
export IMPL_wl_um=687
export IMPL_yosys_cells=22
export IMPL_syn_inst=22
export IMPL_setup_violations=0
export IMPL_warnings=25
export IMPL_ys_ff=4
export IMPL_ys_seq_share_pct=39.0
export IMPL_startpoint="q[0]"
export IMPL_gp_congestion=0.620
export IMPL_post_drt_via_cell_ratio=2.53
export IMPL_hold_class="reg -> reg"
export IMPL_synthMuxAreaShare_pct=15.2
export IMPL_ys_types=13
export IMPL_cp_arrival_ps=1130
export IMPL_critPathBufInv=1
export IMPL_powerDensity_nw_per_um2=819
## cells in the mapped netlist (all sizes together)
master | n | share of area (%)
a21oi | 2 | 4.9
buf | 1 | 2.4
dfxtp | 4 | 39
ha | 1 | 6.1
inv | 2 | 3.7
mux2 | 1 | 5.5
mux2i | 2 | 9.8
nand2 | 1 | 1.8
nand4 | 1 | 3.1
nor2 | 2 | 3.7
o21a | 2 | 7.3
xnor2 | 2 | 8.5
xor2 | 1 | 4.3
## power by group through the flow
| stage | clock network [W] | registers (W) | logic, W |
|---|---|---|---|
| after CTS | 0.000137 | 0.000124 | 0.0000653 |
| after global routing | 0.000137 | 0.000126 | 0.0000695 |
| final | 0.000131 | 0.000124 | 0.0000640 |
## cell families after synthesis
family	Yosys count
buffers and inverters	3
DFF	4
adders and majority gates	1
xor gates and xnor gates	3
and+or+nand+nor	4
AOI/OAI and AO/OA	4
muxes	3
## final cells by class
class | instances | area [um^2] | share of cell area (%)
multi-input combinational | 15 | 113 | 28.8
timing repair buffer | 11 | 110 | 28.2
sequential | 4 | 80.1 | 20.5
tap | 46 | 57.6 | 14.7
clock buffer | 3 | 22.5 | 5.77
inverter | 2 | 7.51 | 1.92
## stage by stage
| step | setup slack (ps) | power [W] | utilization (%) | std cells |
|---|---|---|---|---|
| floorplan | 364 | 0.000148 | - | 22 |
| global placement | 40.0 | 0.000189 | 10.8 | 78 |
| detailed placement | 9.58 | 0.000191 | 10.8 | 78 |
| CTS | 60.8 | 0.000326 | 11.4 | 81 |
| global route | 37.9 | 0.000332 | 11.4 | 81 |
| finish | 70.8 | 0.000320 | 11.4 | 81 |
## final timing paths
| path | to | slack (ps) | depth (start not counted) |
|---|---|---|---|
| worst max-delay path | q[0] | 70 | 1 |
| worst max register to register | q[1] | 290 | 4 |
| worst min register to register | q[3] | 580 | 2 |
| worst min-delay path | q[3] | 580 | 2 |
## routing by layer
| layer | vias up | global-route usage [%] | wire length (um) |
|---|---|---|---|
| li1 | 100 | - | - |
| met1 | 97 | 1.39 | 202 |
| met2 | 4 | 4.65 | 430 |
| met3 | 4 | 1.14 | 39 |
| met4 | 0 | 0.704 | 14 |
| met5 | - | 0 | 0 |
No activity file was given, so power comes from the tool's default toggle rates.
